## ./design.v

```verilog
module TOP(
    	Clk                     ,
    	Rst_n                   ,   
   	Rx                      ,    
    	Tx                      ,
		RxData		            ,
		TxData 
);
input           Clk             ;  
input           Rst_n           ;  
input           Rx              ;  
input [7:0]     TxData          ;  
output          Tx              ;  
output [7:0]    RxData          ;  
wire          	RxDone          ;  
wire          	TxDone          ;  
wire            tick		;  
wire          	TxEn            ;
wire 		RxEn		;
wire [3:0]      NBits    	;
wire [15:0]    	BaudRate        ;  
assign 		RxEn = 1'b1	;
assign 		TxEn = 1'b1	;
assign 		BaudRate = 16'd325; 	 
assign 		NBits = 4'b1000	;	 
UART_rs232_rx I_RS232RX(
    	.Clk(Clk)             	,
   	.Rst_n(Rst_n)         	,
    	.RxEn(RxEn)           	,
    	.RxData(RxData)       	,
    	.RxDone(RxDone)       	,
    	.Rx(Rx)               	,
    	.Tick(tick)           	,
    	.NBits(NBits)
    );
UART_rs232_tx I_RS232TX(
   	.Clk(Clk)            	,
    	.Rst_n(Rst_n)         	,
    	.TxEn(TxEn)           	,
    	.TxData(TxData)      	,
   	.TxDone(TxDone)      	,
   	.Tx(Tx)               	,
   	.Tick(tick)           	,
   	.NBits(NBits)
    );
UART_BaudRate_generator I_BAUDGEN(
    	.Clk(Clk)               ,
    	.Rst_n(Rst_n)           ,
    	.Tick(tick)             ,
    	.BaudRate(BaudRate)
    );
endmodule
module UART_BaudRate_generator(
    Clk                   ,
    Rst_n                 ,
    Tick                  ,
    BaudRate
    );
input           Clk                 ;  
input           Rst_n               ;  
input [15:0]    BaudRate            ;  
output          Tick                ;  
reg [15:0]      baudRateReg         ;  
always @(posedge Clk or negedge Rst_n)
    if (!Rst_n) baudRateReg <= 16'b1;
    else if (Tick) baudRateReg <= 16'b1;
         else baudRateReg <= baudRateReg + 1'b1;
assign Tick = (baudRateReg == BaudRate);
endmodule
module UART_rs232_rx (Clk,Rst_n,RxEn,RxData,RxDone,Rx,Tick,NBits);		 
input Clk, Rst_n, RxEn,Rx,Tick;		 
input [3:0]NBits;			 
output RxDone;				 
output [7:0]RxData;			 
parameter  IDLE = 1'b0, READ = 1'b1; 	 
reg [1:0] State, Next;			 
reg  read_enable = 1'b0;		 
reg  start_bit = 1'b1;			 
reg  RxDone = 1'b0;			 
reg [4:0]Bit = 5'b00000;		 
reg [3:0] counter = 4'b0000;		 
reg [7:0] Read_data= 8'b00000000;	 
reg [7:0] RxData;			 
always @ (posedge Clk or negedge Rst_n)			 
begin
if (!Rst_n)	State <= IDLE;				 
else 		State <= Next;				 
end
always @ (State or Rx or RxEn or RxDone)
begin
    case(State)	
	IDLE:	if(!Rx & RxEn)		Next = READ;	  
		else			Next = IDLE;
	READ:	if(RxDone)		Next = IDLE; 	  
		else			Next = READ;
	default 			Next = IDLE;
    endcase
end
always @ (State or RxDone)
begin
    case (State)
	READ: begin
		read_enable <= 1'b1;			 
	      end
	IDLE: begin
		read_enable <= 1'b0;			 
	      end
    endcase
end
always @ (posedge Tick)
	begin
	if (read_enable)
	begin
	RxDone <= 1'b0;							 
	counter <= counter+1;						 
	if ((counter == 4'b1000) & (start_bit))				 
	begin
	start_bit <= 1'b0;
	counter <= 4'b0000;
	end
	if ((counter == 4'b1111) & (!start_bit) & (Bit < NBits))	 
	begin
	Bit <= Bit+1;
	Read_data <= {Rx,Read_data[7:1]};
	counter <= 4'b0000;
	end
	if ((counter == 4'b1111) & (Bit == NBits)  & (Rx))		 
	begin
	Bit <= 4'b0000;
	RxDone <= 1'b1;
	counter <= 4'b0000;
	start_bit <= 1'b1;						 
	end
	end
end
always @ (posedge Clk)
begin
if (NBits == 4'b1000)
begin
RxData[7:0] <= Read_data[7:0];	
end
if (NBits == 4'b0111)
begin
RxData[7:0] <= {1'b0,Read_data[7:1]};	
end
if (NBits == 4'b0110)
begin
RxData[7:0] <= {1'b0,1'b0,Read_data[7:2]};	
end
end
endmodule
module UART_rs232_tx (Clk,Rst_n,TxEn,TxData,TxDone,Tx,Tick,NBits);	 
input Clk, Rst_n, TxEn,Tick;	 
input [3:0]NBits;		 
input [7:0]TxData;		 
output Tx;
output TxDone;
parameter  IDLE = 1'b0, WRITE = 1'b1;	 
reg  State, Next;			 
reg  TxDone = 1'b0;			 
reg  Tx;				 
reg write_enable = 1'b0;		 
reg start_bit = 1'b1;			 
reg stop_bit = 1'b0;			 
reg [4:0] Bit = 5'b00000;		 
reg [3:0] counter = 4'b0000;		 
reg [7:0] in_data=8'b00000000;		 
reg [1:0] R_edge;			 
wire D_edge;				 
always @ (posedge Clk or negedge Rst_n)			 
begin
if (!Rst_n)	State <= IDLE;				 
else 		State <= Next;				 
end
always @ (State or D_edge or TxData or TxDone) 
begin
    case(State)	
	IDLE:	if(D_edge)		Next = WRITE;		 
		else			Next = IDLE;
	WRITE:	if(TxDone)		Next = IDLE;  		 
		else			Next = WRITE;
	default 			Next = IDLE;
    endcase
end
always @ (State)
begin
    case (State)
	WRITE: begin
		write_enable <= 1'b1;	 
	end
	IDLE: begin
		write_enable <= 1'b0;	 
	end
    endcase
end
always @ (posedge Tick)
begin
	if (!write_enable)				 
	begin
	TxDone = 1'b0;
	start_bit <=1'b1;
	stop_bit <= 1'b0;
	end
	if (write_enable)				 
	begin
	counter <= counter+1;				 
	if(start_bit & !stop_bit)			 
	begin
	Tx <=1'b0;					 
	in_data <= TxData;				 
	end		
	if ((counter == 4'b1111) & (start_bit) )	 
	begin		
	start_bit <= 1'b0;
	in_data <= {1'b0,in_data[7:1]};
	Tx <= in_data[0];
	end
	if ((counter == 4'b1111) & (!start_bit) &  (Bit < NBits-1))	 
	begin		
	in_data <= {1'b0,in_data[7:1]};
	Bit<=Bit+1;
	Tx <= in_data[0];
	start_bit <= 1'b0;
	counter <= 4'b0000;
	end	
	if ((counter == 4'b1111) & (Bit == NBits-1) & (!stop_bit))	 
	begin
	Tx <= 1'b1;	
	counter <= 4'b0000;	
	stop_bit<=1'b1;
	end
	if ((counter == 4'b1111) & (Bit == NBits-1) & (stop_bit) )	 
	begin
	Bit <= 4'b0000;
	TxDone <= 1'b1;
	counter <= 4'b0000;
	end
	end
end
always @ (posedge Clk or negedge Rst_n)
begin
	if(!Rst_n)
	begin
	R_edge <= 2'b00;
	end
	else
	begin
	R_edge <={R_edge[0], TxEn};
	end
end
assign D_edge = !R_edge[1] & R_edge[0];
endmodule
```

## ./run.sh

```bash
#!/bin/bash
# OpenROAD 26Q1-2900-gdf79404cd8, Yosys 0.63+post, stock flow scripts
make -C /OpenROAD-flow-scripts/flow DESIGN_CONFIG=/design/flow/config.mk WORK_HOME=/design/flow/orfs finish
```

## ./config.mk

```make
export PLATFORM = sky130hd
export DESIGN_NAME = TOP
export DESIGN_NICKNAME = TOP
export VERILOG_FILES = /design/flow/design.v
export SDC_FILE = /design/flow/constraint.sdc
export NUM_CORES = 4
export LEC_CHECK = 1
export CORE_UTILIZATION = 40
```

## ./constraint.sdc

```tcl
current_design TOP

set clk_period 6.4
set clk_io_pct 0.2

create_clock -name clk0 -period $clk_period [get_ports {Clk}]

set non_clock_inputs [all_inputs -no_clocks]
set_input_delay [expr $clk_period * $clk_io_pct] -clock clk0 $non_clock_inputs
set_output_delay [expr $clk_period * $clk_io_pct] -clock clk0 [all_outputs]
```

==> flow_summary.json <==
{
  "rr_worst_depth": 4,
  "setup_viol": 0,
  "place_area_mm2": 0.003197,
  "layoutNonFillerInstCount": 341,
  "core-area_mm2": 0.006869,
  "root_buffer": "clkbuf_8",
  "io_buffers": 19,
  "fin_crit_ns": 2.315,
  "via_per_inst": 4.959,
  "remaining_drc_errors": 0,
  "dr_total_vias": 1691,
  "whs_endpoint": "I_RS232TX.R_edge[1]$_DFF_PN0_",
  "synth-edff-count": 37,
  "reg2reg_from": "I_BAUDGEN.baudRateReg[5]$_DFF_PN0_",
  "area_growth_pct": 14.45,
  "final_area_mm2": 0.003301,
  "max_slew.worst_pin.slew_ns": 0.7684,
  "wl_per_cell_um": 13.10,
  "crit_chain": "clkdlybuf4s50_1",
  "ys_area_mm2": 0.002884,
  "rsz0062_at_grt": "no",
  "fill_cells": 601,
  "async_reset_ff_share_pct": 30.00,
  "holdCritStartpoint": "I_RS232TX.R_edge[0]$_DFF_PN0_",
  "syn_avg_cell_area_um2": 13.17,
  "grt_max_degree": 47,
  "setup_tns_ns": 0,
  "crit_arrival_ns": 1.04,
  "untimed_endpoints": 87,
  "topCombFamilyByArea": "simple AND/OR/NAND/NOR gates",
  "synthMuxAreaShare_pct": 2.733,
  "synth-simple-area-share_pct": 14.88,
  "antenna_found_initial": 0,
  "fp.dieH_um": 86.91,
  "drive_gt1_share_pct": 10.20,
  "synth_area_mm2": 0.002884,
  "cts_tree": "done",
  "fp_util_pct": 41.99,
  "fp-row-count": 30,
  "reg2reg_slack_ns": 4.47,
  "peakVddDrop_mv": 0.07197,
  "first_iter_violations": 67,
  "cts_hold_buf": 0,
  "ys_sh_adder_pct": 3.471,
  "numPlacedInstances": 334,
  "n_antenna_cell": 0,
  "clock_skew_ns": 0.002755,
  "max_stage_delay_ns": 0.45,
  "yosys.area_share.xor_xnor_pct": 6.681,
  "place_congestion": 0.7784,
  "crit_required_ns": 5.12,
  "grt_first_pass_wirelength_um": 7562,
  "worst-setup-path-type": "reg -> out",
  "pwr_density_cell_mw_per_mm2": 118.6,
  "ys_cells": 219,
  "hold_path.class": "reg -> reg",
  "path_buffers": 1,
  "drv_cap": 0,
  "globalRouteTotalUtil_pct": 13.33,
  "unclocked_regs": 41,
  "ant_nets": 0,
  "die_w_um": 86.91,
  "cts_made_buffers": 5,
  "first_global_vias": 1612,
  "yosysWarningCount": 3,
  "aoi_share_pct": 4.729,
  "worstHoldPathCells": 0,
  "cts_max_level": 2,
  "totalWireLength_um": 4468,
  "warnings": 28,
  "die-area_mm2": 0.007553,
  "crit_slowest_cell": "clkdlybuf4s50_1",
  "ys_seq_elements": 70,
  "slew_headroom_pct": 48.77,
  "num_io_pins": 20,
  "post-cts-setup-buffers": 0,
  "drt-pass1-iter-count": 4,
  "synth_cells": 219,
  "cpLargestDelayFamily": "buffers and inverters",
  "ctsResizeCount": 0,
  "p_leak_uw": 0.001281,
  "path_clk_slew_ns": 0.06,
  "synth.distinct_cells": 43,
  "flop_cell": "edfxtp_1",
  "worst_setup_path_end_kind": "output pin",
  "dp_hpwl_um": 3004,
  "slew_viol_final": 0,
  "start_kind": "register",
  "finalClockPeriodUsage_pct": 36.18,
  "utilization_pct": 48.05,
  "cts_buffer_depth": 2,
  "status": "finished clean",
  "fmax_mhz": 431.9,
  "rr_endpoint": "I_BAUDGEN.baudRateReg[2]$_DFF_PN0_",
  "finalHoldViolCount": 0,
  "grt-ovfl-total": 0,
  "path_max_fanout": 1,
  "clk_latency_ns": 0.28
}
## state kept, by name, indices dropped and copies added (netlist names), 4 cells and up
| register | flops |
|---|---|
| I_BAUDGEN.baudRateReg | 16 |
| I_RS232RX.Bit | 5 |
| I_RS232RX.Read_data | 8 |
| I_RS232RX.RxData | 8 |
| I_RS232RX.counter | 4 |
| I_RS232TX.Bit | 5 |
| I_RS232TX.counter | 4 |
| I_RS232TX.in_data | 8 |
## cells by family (layout without fill, tap and decap cells)
family	Yosys count	after routing
fa+ha+maj	8	8
buf+inv	16	42
xor+xnor	22	22
mux	7	7
compound gates	22	22
other cells	1	1
flops	69	69
latches	1	1
simple gates	73	73
## synth_stat cells (all sizes together), types with 3 or more instances
library cell	n	share of area [%]
edfxtp	37	39
dfrtp	19	16
nor2	15	2.0
inv	13	1.7
xor2	12	3.6
dfxtp	11	7.6
nand3	10	1.7
xnor2	10	3.0
ha	8	3.5
a21oi	7	1.2
mux2	7	2.7
nand2	6	0.78
nand4	6	1.3
nor3	6	1.0
and3	4	0.87
nor4	4	1.4
o21ai	4	0.69
o22ai	4	0.87
nand2b	3	0.65
nand4b	3	0.91
nor2b	3	0.65
o21a	3	0.78
## per-stage QoR
stage	total power, µW	setup WS (ns)	hold slack [ns]
global route	408.3	4.040	0.4114
floorplan	200.5	4.131	0.3540
detailed placement	212.4	4.347	0.3714
CTS	400.2	4.063	0.3863
global placement	212.0	4.374	0.3629
finish	391.4	4.085	0.3808
## cells in the final DEF, fill, tap and decap left out, types with 2 or more instances in the layout
cell / instances
a21oi_1: 7
and2_1: 2
and3_1: 4
buf_4: 3
clkbuf_8: 5
clkdlybuf4s50_1: 19
dfrtp_1: 19
dfstp_2: 2
dfxtp_1: 11
edfxtp_1: 37
ha_1: 8
inv_1: 13
mux2_2: 7
nand2_1: 6
nand2b_1: 3
nand3_1: 10
nand4_1: 6
nand4b_1: 3
nor2_1: 15
nor2b_1: 3
nor3_1: 6
nor4_1: 3
o21a_1: 3
o21ai_0: 4
o22ai_1: 4
or2_2: 2
or3_1: 2
xnor2_1: 10
xor2_1: 12
## power breakdown
group	internal, µW	switching (µW)	total [µW]
Sequential	188	2.75	191
Clock	113	70.0	183
Combinational	9.10	8.21	17.3
## worst max-delay path by stage
stage                to  slack, ns                        start  cells after the start
CTS           RxData[2]       4.06  I_RS232RX.RxData[2]$_DFF_P_                      1
global route  RxData[2]       4.04  I_RS232RX.RxData[2]$_DFF_P_                      1
finish        RxData[2]       4.08  I_RS232RX.RxData[2]$_DFF_P_                      1
## routing by layer
layer / global-route usage [%] / vias up / routed length (µm)
li1: - / 838 / -
met3: 2.596 / 4 / 177
met1: 22.44 / 813 / 2318
met2: 19.90 / 36 / 1921
met5: 0 / - / 0
met4: 1.818 / 0 / 51
## final cells by class
cell class                      instances  area [µm²]  share of cell area [%]
Tap cell                               96       120.1                   3.639
Sequential cell                        70        1874                   56.79
Multi-Input combinational cell        133       940.9                   28.51
Inverter                               13       48.80                   1.478
Clock inverter                          2       35.03                   1.061
Clock buffer                            5       68.82                   2.085
Timing Repair Buffer                   22       212.7                   6.444
No activity file was given, so power comes from the tool's default toggle rates.
