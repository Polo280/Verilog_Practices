## design.v

```verilog
module spi_control#(
        parameter SPI_CLK_FREQ  = 2_000_000,
        parameter UPDATE_FREQ   = 50
    )(
        input                   reset_n,
        input                   clk,
        input                   spi_clk,  
        input                   spi_clk_out,
        output                  data_update,
        output [15:0]           data_x,
        output [15:0]           data_y,
        output                  SPI_SDI,
        input                   SPI_SDO,
        output                  SPI_CSN,
        output                  SPI_CLK,
        input [1:0]             interrupt  
    );
localparam TIMECOUNT = SPI_CLK_FREQ / UPDATE_FREQ;
localparam SDI_WIDTH = 16;
localparam SDO_WIDTH = 8;
localparam WRITE_MODE      = 2'b00;
localparam READ_MODE       = 2'b10;
localparam INI_NUMBER      = 4'd11;
localparam   IDLE            = 0;
localparam   TRANSFER        = 1;
localparam   INTERACT        = 2;
localparam   BW_RATE         = 6'h2c;
localparam   POWER_CONTROL   = 6'h2d;
localparam   DATA_FORMAT     = 6'h31;
localparam   INT_ENABLE      = 6'h2E;
localparam   INT_MAP         = 6'h2F;
localparam   THRESH_ACT      = 6'h24;
localparam   THRESH_INACT    = 6'h25;
localparam   TIME_INACT      = 6'h26;
localparam   ACT_INACT_CTL   = 6'h27;
localparam   THRESH_FF       = 6'h28;
localparam   TIME_FF         = 6'h29;
localparam   INT_SOURCE      = 6'h30;  
localparam   X_LB            = 6'h32;  
localparam   X_HB            = 6'h33;  
localparam   Y_LB            = 6'h34;  
localparam   Y_HB            = 6'h35;  
localparam   Z_LB            = 6'h36;  
localparam   Z_HB            = 6'h37;  
reg  [3:0]              init_index;
reg  [SDI_WIDTH-3:0]    write_data;
reg  [SDI_WIDTH-1:0]    data_tx;
reg                     start;
wire                    done;
wire [SDO_WIDTH-1:0]    data_rx;
reg  [1:0]              spi_state;
reg data_update_internal;
reg [1:0] data_update_shift;
reg  [$clog2(TIMECOUNT)-1:0]   sample_count;  
wire sample;
reg [2:0] read_index;
reg [7:0] read_command;
localparam LAST_READ_COMMAND = 4;
reg [7:0] data_storage [3:0];
assign data_x = {data_storage[1], data_storage[0]};
assign data_y = {data_storage[3], data_storage[2]};
spi_serdes serdes (
        .reset_n        (reset_n),
        .spi_clk        (spi_clk),
        .spi_clk_out    (spi_clk_out),
        .data_tx        (data_tx),
        .start          (start),
        .done           (done),
        .data_rx        (data_rx),
        .SPI_SDI        (SPI_SDI),
        .SPI_SDO        (SPI_SDO),
        .SPI_CSN        (SPI_CSN),
        .SPI_CLK        (SPI_CLK)
    );
always @ (*) begin
    case (init_index)
        0       : write_data = {THRESH_ACT,     8'h20};
        1       : write_data = {THRESH_INACT,   8'h03};
        2       : write_data = {TIME_INACT,     8'h01};
        3       : write_data = {ACT_INACT_CTL,  8'h7f};
        4       : write_data = {THRESH_FF,      8'h09};
        5       : write_data = {TIME_FF,        8'h46};
        6       : write_data = {BW_RATE,        8'h09};
        7       : write_data = {INT_ENABLE,     8'h10};
        8       : write_data = {INT_MAP,        8'h10};
        9       : write_data = {DATA_FORMAT,    8'h00};
        default : write_data = {POWER_CONTROL,  8'h08};
    endcase
end
always @(*) begin
    case (read_index)
        0 : read_command = {READ_MODE, X_LB};
        1 : read_command = {READ_MODE, X_HB};
        2 : read_command = {READ_MODE, Y_LB};
        3 : read_command = {READ_MODE, Y_HB};
        default : read_command = {READ_MODE, INT_SOURCE};
    endcase
end
assign sample = (sample_count == TIMECOUNT - 1);
always @(posedge spi_clk or negedge reset_n) begin
    if (!reset_n) begin
        sample_count <= 0;
    end else begin
        if (sample) begin
            sample_count <= 0;
        end else begin
            sample_count <= sample_count + 1'b1;
        end
    end 
end
always@(posedge spi_clk or negedge reset_n) begin
    if(!reset_n) begin
        init_index              <= 4'b0;
        start                   <= 1'b0;
        spi_state               <= IDLE;
        read_index              <= 0;
        data_update_internal    <= 1'b0;
    end else if(init_index < INI_NUMBER) begin
        case(spi_state)
            IDLE : begin
                data_tx   <= {WRITE_MODE, write_data};
                start     <= 1'b1;
                spi_state <= TRANSFER;
            end
            TRANSFER : begin
                if (done) begin
                    init_index  <= init_index + 4'b1;
                    start       <= 1'b0;
                    spi_state   <= IDLE;
                end
            end
        endcase
     end else begin
        case(spi_state)
            IDLE : begin
                data_update_internal    <= 1'b0;
                read_index              <= 0;
                start                   <= 1'b0;
                if (sample) begin
                    spi_state <= INTERACT;
                end
            end
            INTERACT : begin
                data_tx[15:8] <= read_command;
                if (read_index > 0) begin
                    data_storage[read_index - 1'b1] <= data_rx;
                end
                start <= 1'b1;
                spi_state <= TRANSFER;
            end
            TRANSFER : begin
                if (done) begin
                    start <= 1'b0;
                    if (read_index == LAST_READ_COMMAND) begin
                        data_update_internal <= 1'b1;
                        spi_state   <= IDLE;
                    end else begin
                        read_index  <= read_index + 1'b1;
                        spi_state   <= INTERACT;
                    end
                end
            end
            default: begin
                spi_state <= IDLE;
            end
        endcase
    end
end
always @(posedge clk) begin
    data_update_shift <= {data_update_shift[0], data_update_internal};
end
assign data_update = data_update_shift == 2'b01;
endmodule
module spi_serdes(
        input                       reset_n,
        input                       spi_clk,
        input                       spi_clk_out,
        input       [15:0]          data_tx,
        input                       start,
        output                      done,
        output reg  [7:0]           data_rx,
        output                      SPI_SDI,
        input                       SPI_SDO,
        output                      SPI_CSN,
        output                      SPI_CLK
    );
localparam  IDLE = 0;  
localparam WRITE = 1;  
localparam  READ = 2;  
localparam STALL = 3;  
reg [1:0]  state = IDLE;
reg [3:0]  count;
reg [15:0] data_tx_reg;
reg read;
wire spi_active;
assign spi_active = (state == READ || state == WRITE);
assign SPI_CSN = ~(spi_active || start);
assign SPI_CLK = spi_active ? spi_clk_out : 1'b1;
assign SPI_SDI = (state == WRITE) ? data_tx_reg[count] : 1'b1;
assign done    = (state == STALL);
always @(posedge spi_clk or negedge reset_n) begin
    if (reset_n == 1'b0) begin
        state <= IDLE;
    end else begin
        case (state)
            IDLE : begin
                count <= 4'hf;
                if (start) begin
                    read        <= data_tx[15];
                    data_tx_reg <= data_tx;
                    state       <= WRITE;
                end
            end
            WRITE : begin
                count <= count - 1;
                if (read && (count == 8)) begin
                    state <= READ;
                end else if (count == 0) begin
                    state <= STALL;
                end
            end
            READ : begin
                count <= count - 1;
                data_rx <= {data_rx[6:0],SPI_SDO};
                if (count == 0) begin
                    state <= STALL;
                end
            end
            STALL: state <= IDLE;
        endcase
    end
end
endmodule
```

## run.sh

```bash
#!/bin/bash
# OpenROAD 26Q1-2900-gdf79404cd8, Yosys 0.63+post, stock flow scripts
make -C /OpenROAD-flow-scripts/flow DESIGN_CONFIG=/design/flow/config.mk WORK_HOME=/design/flow/orfs finish
```

## constraint.sdc

```tcl
current_design spi_control

set clk_period 3.3
set clk_io_pct 0.2

create_clock -name clk0 -period $clk_period [get_ports {clk}]
create_clock -name clk1 -period $clk_period [get_ports {spi_clk}]

set non_clock_inputs [all_inputs -no_clocks]
set_input_delay [expr $clk_period * $clk_io_pct] -clock clk0 $non_clock_inputs
set_output_delay [expr $clk_period * $clk_io_pct] -clock clk0 [all_outputs]
```

## config.mk

```make
export PLATFORM = sky130hd
export DESIGN_NAME = spi_control
export DESIGN_NICKNAME = spi_control
export VERILOG_FILES = /design/flow/design.v
export SDC_FILE = /design/flow/constraint.sdc
export NUM_CORES = 4
export LEC_CHECK = 1
export CORE_UTILIZATION = 30
```

==> impl_metrics.csv <==
group,metric,value,unit
synthesis,synthCells,303,
layout,syn_to_final_growth,23.14,%
power_and_ir_drop,peakVddDrop,0.2926,mV
global_route,grt_pass1_vias,2301,
critical_path,crit_arrival,2170,ps
global_route,grt-ovfl-total,0,
clock_tree,cts_setup_buffers,0,
critical_path,path_buffers,1,
placement,dp_hpwl,4551,µm
hold_path,hold_depth,0,
floorplanning,core,13350,µm²
layout,fillers,1235,
placement,port-buffer-count,39,
clock_tree,clock_sinks,100,
synthesis,async_flop_share,30.00,%
critical_path,cp-end-kind,"output port",
critical_path,crit_family,"simple AND/OR/NAND/NOR gates",
layout,drive_gt1_share,7.022,%
floorplanning,num_io_pins,43,
routing,drc,0,
power_and_ir_drop,internal_power,2.012,mW
final_timing,slew_violations,0,
routing,via_per_inst,4.556,
critical_path,r2r_setup_slack,670,ps
placement,place.gp.congestion,0.7814,
critical_path,path_class,"flip-flop to output port",
global_route,antenna_found_initial,0,
synthesis,edf_count,68,
synthesis,ys.flop_type,"edfxtp_1",
layout,mostFrequentLayoutCells,"68 x edfxtp_1, 39 x clkdlybuf4s50_1, 29 x dfrtp_1",
critical_path,cp_data_required_time,2640,ps
status,status,"completed",
final_timing,rsz0062_at_grt,"false",
layout,lay_top_count,"edfxtp_1",
synthesis,area_leaders,"edfxtp_1 49%, dfrtp_1 18%, ha_1 4.5%",
synthesis,synth_seq_share,68.51,%
clock_tree,cts_hold_buffers,0,
power_and_ir_drop,p_comb_share,0.7,%
routing,wl_per_cell,12.42,µm
synthesis,top_area_share,49.36,%
global_route,grt_pass1_wl,11070,µm
hold_path,hold_end,"data_update_shift[1]$_DFF_P_",
layout,top_regs,"data_storage: 32 flops, sample_count: 16 flops",
final_timing,finalSetupViolCount,0,
hold_path,hold_path.class,"flip-flop to flip-flop",
job,maxCapViolations,0,
synthesis,avgSynthCellArea,13.65,µm²
routing,first_iter_violations,232,
synthesis,netlist_area,4136,µm²
floorplanning,chip_area,14260,µm²
layout,utilization,38.16,%
synthesis,ys_warn_count,3,
critical_path,slowest_delay,490,ps
critical_path,cp_slowest_cell,"edfxtp_1",
routing,antenna_left,0,
final_timing,max_slew_margin,48.77,%
power_and_ir_drop,p_per_area,491.3,nW/µm²
layout,regMostFlops,"data_storage",
final_timing,finalHoldViolCount,0,
critical_path,r2r_cells,5,
final_timing,fin_setup_tns,0,ps
routing,vias,2424,
clock_tree,path_clk_slew,70,ps
power_and_ir_drop,p_sw,490.8,µW
final_timing,setup_slack,468.0,ps
floorplanning,fp-utilization,30.99,%
routing,diodes,0,
critical_path,reg2reg_from,"init_index[0]$_DFFE_PN0P_",
synthesis,yosys_cells,303,
placement,place_area,4731,µm²
power_and_ir_drop,p_sw_share,19.61,%
critical_path,critPathLaunchType,"flip-flop",
critical_path,r2r_end,"data_storage[3][1]$_DFFE_PP_",
routing,wl,6607,µm
layout,post-route-cell-area,5094,µm²
routing,dr.pass1.iters,4,
floorplanning,die_y,119.4,µm
final_timing,fin_hold_ws,331.6,ps
critical_path,crit_chain,"mux2i_1 -> o21ai_0 -> or4b_1 -> and3_1 -> clkdlybuf4s50_1",
global_route,track_usage,10.15,%
clock_tree,cts_resized,0,
final_timing,tightest_slew,765.7,ps
synthesis,ys_area,4136,µm²
global_route,grt_max_degree,36,
placement,post-place-ws,637.6,ps
job,warning_count,37,
layout,largest_reg_flops,32,
power_and_ir_drop,p_clk_share,46.1,%
synthesis,ys_types,49,
synthesis,largest_area_cell,"edfxtp_1",
power_and_ir_drop,p_leak,1.943,nW
clock_tree,tritoncts,"yes",
critical_path,critPathMaxFanout,7,
floorplanning,die_width,119.4,µm
synthesis,numSynthFlops,100,
hold_path,holdCritStartpoint,"data_update_shift[0]$_DFF_P_",
floorplanning,rows,42,
final_timing,skew,5.943,ps
power_and_ir_drop,seqPwrFrac,53.2,%
## synthesized netlist by cell type, drive strengths merged, types with 2 or more instances
library cell and number:
edfxtp 68, dfrtp 29, nand2 26, nor2 20, a21oi 15, ha 15
inv 12, xnor2 12, o21ai 11, nand2b 10, nand3 10, nor2b 7
nor3 6, and2 5, and3 5, clkbuf 5, xor2 4, a211oi 3
a21o 3, mux2i 3, nand4 3, or4b 3, a41oi 2, dfxtp 2
o211ai 2
## routing by layer
metal  GRT usage (%)  up-vias  part of all wire, %  wire [µm]
li1                -     1204                    -          -
met1           14.83     1138                   46       3046
met2           15.41       72                   45       2981
met3           3.865       10                  7.1        469
met4           1.406        0                  1.7        110
met5               0        -                    0          0
## worst register-to-register path, cell delays in order (launching register included)
cell     delay [ps]
dfrtp_1         490
ha_1            340
o21ai_0         260
inv_1           400
nand3_1         170
nor2_1          610
## power groups by stage
stage / logic, mW / registers, mW / clock network (mW)
CTS: 0.0188 / 1.33 / 1.19
global route: 0.0205 / 1.33 / 1.24
finish: 0.0178 / 1.33 / 1.15
## cell type report
class / instances / area [µm²] / area share (%)
Inverter: 13 / 48.80 / 0.9580
Clock buffer: 12 / 300.3 / 5.895
Clock inverter: 7 / 62.56 / 1.228
Tap cell: 176 / 220.2 / 4.323
Multi-Input combinational cell: 184 / 1230 / 24.15
Timing Repair Buffer: 40 / 397.9 / 7.811
Sequential cell: 100 / 2834 / 55.64
## logic make-up after synthesis
logic type | after synthesis | synth area share (%)
AND/OR/NAND/NOR | 101 | 12.95
adder cells (fa/ha/maj) | 15 | 4.537
flip-flops | 100 | 68.51
AND-OR/OR-AND | 48 | 7.592
XOR/XNOR | 16 | 3.388
buffers and inverters | 19 | 1.754
multiplexers | 4 | 1.270
## how the worst max path moves through the flow
| stage | cells after the start | endpoint | from | slack (ps) |
|---|---|---|---|---|
| 6_report | 5 | SPI_SDI | serdes.count[1]$_SDFFCE_PN1P_ | 470 |
| 5_1_grt | 5 | SPI_SDI | serdes.count[1]$_SDFFCE_PN1P_ | 330 |
| 4_1_cts | 5 | SPI_SDI | serdes.count[1]$_SDFFCE_PN1P_ | 430 |
## per-stage QoR
step / power, mW / cells
2_1_floorplan: 1.362 / 303
3_3_place_gp: 1.376 / 513
3_5_place_dp: 1.377 / 513
4_1_cts: 2.539 / 532
5_1_grt: 2.596 / 532
6_report: 2.503 / 532
Power and IR drop assume default switching activity.
