## design.v

```verilog
module DisplayNumber(
	input [3:0] digit,
	output reg [6:0] DisplayedNumber
);
always @(digit)
	begin
		case(digit)
			4'b0000: DisplayedNumber = 7'b1000000;
			4'b0001: DisplayedNumber = 7'h79;
			4'b0010: DisplayedNumber = 7'h24;
			4'b0011: DisplayedNumber = 7'h30;
			4'b0100: DisplayedNumber = 7'h19;
			4'b0101: DisplayedNumber = 7'h12;
			4'b0110: DisplayedNumber = 7'h02;	
			4'b0111: DisplayedNumber = 7'h78;
			4'b1000: DisplayedNumber = 7'h00;
			4'b1001: DisplayedNumber = 7'h18;
			default: DisplayedNumber = 7'b0111111;
		endcase
	end
endmodule 
module SevenSegmentDisplay(
	input wire [25:0] number,
	output wire [6:0] digit1,
	output wire [6:0] digit2,
	output wire [6:0] digit3,
	output wire [6:0] digit4,
	output wire [6:0] digit5,
	output wire [6:0] digit6
);
wire[3:0] n1, n2, n3, n4, n5, n6;
DisplayNumber Display1(
	.digit(n1),
	.DisplayedNumber(digit1)
);
DisplayNumber Display2(
	.digit(n2),
	.DisplayedNumber(digit2)
);
DisplayNumber Display3(
	.digit(n3),
	.DisplayedNumber(digit3)
);
DisplayNumber Display4(
	.digit(n4),
	.DisplayedNumber(digit4)
);
DisplayNumber Display5(
	.digit(n5),
	.DisplayedNumber(digit5)
);
DisplayNumber Display6(
	.digit(n6),
	.DisplayedNumber(digit6)
);
assign n1 = number % 10;
assign n2 = (number / 10) % 10;
assign n3 = ((number / 100) % 10);
assign n4 = ((number / 1000) % 10);
assign n5 = ((number / 10000) % 10);
assign n6 = ((number / 100000) % 10);
endmodule
module Modulo(
	input [2:0] mod,
	input [6:0] number,
	output reg [6:0] result
);
always @(mod, number)
begin
	if(mod > 1)
		result <= number % mod;
	else
		result <= number;
end
endmodule 
module Wrapper(
	input [1:0] KEY,
	input [9:0] SW,
	output[9:0] LEDR,
	output[6:0] HEX0, HEX1, HEX2, HEX3, HEX4, HEX5
);
wire [6:0] num;
assign LEDR = SW;
Modulo DUT(
	.mod(SW[2:0]),
	.number(SW[9:3]),
	.result(num)
);
SevenSegmentDisplay SevSegment(
	.number(num),
	.digit1(HEX0),
	.digit2(HEX1),
	.digit3(HEX2),
	.digit4(HEX3),
	.digit5(HEX4),
	.digit6(HEX5)
);
endmodule 
```

## run.sh

```bash
#!/bin/bash
# OpenROAD 26Q1-2900-gdf79404cd8, Yosys 0.63+post, stock flow scripts
make -C /OpenROAD-flow-scripts/flow DESIGN_CONFIG=/design/flow/config.mk WORK_HOME=/design/flow/orfs finish
```

## constraint.sdc

```tcl
current_design Wrapper

set clk_period 12.9
set clk_io_pct 0.2

create_clock -name clk0 -period $clk_period

set non_clock_inputs [all_inputs -no_clocks]
set_input_delay [expr $clk_period * $clk_io_pct] -clock clk0 $non_clock_inputs
set_output_delay [expr $clk_period * $clk_io_pct] -clock clk0 [all_outputs]
```

## config.mk

```make
export PLATFORM = sky130hd
export DESIGN_NAME = Wrapper
export DESIGN_NICKNAME = Wrapper
export VERILOG_FILES = /design/flow/design.v
export SDC_FILE = /design/flow/constraint.sdc
export NUM_CORES = 4
export LEC_CHECK = 1
export CORE_AREA = 10 10 111 111
export DIE_AREA = 0 0 121 121
```

==> out/qor.log <==
INFO  sta            maxSlewViolCount=0
INFO  final_layout   areaGrowthSynthToFinish=86.9%
INFO  synth          synth.comb.largest_family=AND-OR/OR-AND gates
INFO  synth          compound_gate_portion_of_the_synthesized_area=39.7%
INFO  sta            layout_setup_ws=-4.13ns
INFO  synth          ys_sh_xor=3.26%
INFO  placed_design  gp_congestion=0.931
INFO  worst_setup_path critPathMostFrequentCell=ha_4
INFO  synth          synthesis.instances=461
INFO  run            maxCapViolCount=0
INFO  global_route   grt_antenna_before_repair=0
INFO  sta            setup_viol=18
INFO  detailed_routing drc=0
INFO  final_layout   post_route_cells_drive_above_1_share=58.2%
INFO  floorplanning  core.rowCount=36
INFO  detailed_routing antenna_violating_nets_post_route=0
INFO  worst_setup_path cp.required=10.32ns
INFO  worst_setup_path worst_path_dominant_cell_family=AND-OR/OR-AND gates
INFO  sta            final.min_clock_period=17.03ns
INFO  placed_design  placement.cell_area=0.00549sqmm
INFO  final_layout   seqCellArea=0squm
INFO  synth          synth_simple_gate_area_share=23.2%
INFO  global_route   grt_pass1_vias=4,373
INFO  synth          ys_area=0.00345sqmm
INFO  run_status     violations_in_the_final_reports=negative setup slack
INFO  run_status     status=complete, but fails checks
INFO  floorplanning  dieWidth=121um
INFO  sta            tightest_slew=0.645ns
INFO  sta            grt_setup_unrepaired=yes
INFO  final_layout   sequential_cell_total=0
INFO  placed_design  post-dp-hpwl=9.71mm
INFO  detailed_routing routedWlPerCell=14.8um
INFO  placed_design  portBuffers=38
INFO  worst_setup_path crit_arrival=14.45ns
INFO  global_route   first_pass_grt_wire_length=21.0mm
INFO  synth          post_synthesis_adder_cell_area_fraction=15.1%
INFO  synth          yosys.cell_types.count=89
INFO  worst_setup_path crit_path_max_cell_delay=0.38ns
INFO  final_layout   mi_logic_area=0.00384sqmm
INFO  floorplanning  core_util_floorplan=35.0%
INFO  final_layout   fin_area=0.00645sqmm
INFO  detailed_routing dr.pass1.iters=4
INFO  synth          yosysCellCount=461
INFO  sta            clock.fmax=0.0587GHz
INFO  sta            maxSlewHeadroom=56.9%
INFO  worst_hold_path timing.hold.worst.class=input port to output port
INFO  detailed_routing drt_wl_total=12.8mm
INFO  detailed_routing antenna-diode-count=0
INFO  floorplanning  design.die.area=0.0146sqmm
INFO  worst_setup_path criticalPathCategory=input port to output port
INFO  global_route   gr-total-overflow=0
INFO  synth          ys_warn_count=3
INFO  worst_setup_path path_buffers=9
INFO  synth          syn-mean-instance-area=7.49squm
INFO  sta            timing_hold_violations_final=0
INFO  detailed_routing avgViaCountPerCell=5.21
INFO  global_route   global_route.usage.total=16.6%
INFO  final_layout   clock_buffers=0
INFO  worst_setup_path critPathMaxFanout=5
INFO  worst_setup_path cp-start-kind=input port
INFO  worst_setup_path worst_path_max_delay_cell=or3_4
INFO  run            warnings=52
INFO  detailed_routing drt_iter0_drc=238
INFO  worst_setup_path worst_setup_path_end_kind=output port
INFO  synth          ys_seq_share=0%
INFO  synth          synth.mux.area_fraction=6.16%
INFO  sta            timing.final.crit_share=132%
INFO  final_layout   postLayoutCoreUtil=65.4%
INFO  floorplanning  core=0.00986sqmm
INFO  synth          mappedNetlistArea=0.00345sqmm
INFO  floorplanning  io-pin-count=64
INFO  floorplanning  fp.dieH=121um
INFO  final_layout   num-fill-cells=738
INFO  worst_hold_path hold_start=SW[0]
INFO  worst_setup_path crit_start=SW[0]
INFO  detailed_routing detailroute.via_count=4,518
INFO  global_route   maximum_number_of_pins_on_one_net_before_global_route_repair=17
per-stage QoR:
stage	hold WS, ns	worst slack, ns	setup TNS [ns]	cells
after floorplan	5.23	-4.47	-64.67	483
after global placement	6.00	-4.82	-74.99	805
after detailed placement	6.02	-4.97	-76.97	805
after CTS	5.81	-3.99	-58.39	852
after global routing	5.83	-4.66	-72.55	867
final	5.81	-4.13	-63.15	867
worst paths after layout:
kind / to / slack [ns] / cells past startpoint
setup / recovery: HEX0[4] / -4.13 / 67
hold / removal: LEDR[0] / 5.81 / 3
cells by family after synthesis:
kind of cell    Yosys count
buf+inv                  71
simple gates            152
fa+ha+maj                41
mux                      17
compound gates          166
other cells               2
xor+xnor                 12
synthesized netlist by cell type, types with 5 or more instances:
library cell,count,area (sq um)
nand3_1,18,90.1
o211ai_1,10,75.1
nor3_1,19,95.1
a31oi_1,7,43.8
or3_1,6,37.5
o21ai_0,22,110
clkbuf_1,6,22.5
nor2_1,36,135
inv_1,23,86.3
o21ai_1,7,35.0
o21a_1,10,75.1
and2_1,5,31.3
a22oi_1,5,37.5
nand2_1,29,109
xnor2_1,8,70.1
buf_4,37,278
a21oi_1,26,130
mux2i_1,6,60.1
nand4_1,6,37.5
ha_1,40,500
a211oi_1,5,37.5
a21o_1,9,67.6
o2111ai_1,6,52.6
final cells by class:
type | instances | area share, %
well taps | 133 | 2.58
multi-input cells | 412 | 59.5
repair buffers | 297 | 36.2
inverters | 25 | 1.63
placed cells by master, fill, tap and decap left out, drive strengths merged, types with 4 or more instances in the layout:
master,Yosys,layout
buf,40,275
ha,40,40
nor2,39,39
a21oi,30,30
nand2,29,29
o21ai,29,29
conb,2,24
inv,25,24
clkdlybuf4s50,0,20
nor3,20,20
nand3,18,18
o211ai,11,11
o21a,10,10
a211oi,10,10
a21o,9,9
mux2,9,9
xnor2,9,9
or3,9,9
mux2i,8,8
a31oi,7,7
nand4,6,6
and3,6,6
o2111ai,6,6
a22oi,6,6
and2,5,5
o211a,5,5
o31ai,5,5
nor2b,4,4
nand2b,4,4
per-layer routing:
layer / up-vias / global-route usage (%) / routed length [um] / part of all wire [%]
li1: 2264 / - / - / -
met1: 2137 / 23.4 / 6110 / 48
met2: 102 / 28.6 / 6140 / 48
met3: 15 / 0.614 / 438 / 3.4
met4: 0 / 1.21 / 146 / 1.1
met5: - / 0 / 0 / 0
what timing repair did:
action                                  4_1_cts  5_1_grt
gates resized                               138       42
setup buffers                                48       19
hold buffers                                  0        0
cloned                                        0        0
endpoints found under the hold margin         0        0
pin swaps                                    55       59
endpoints found under the setup margin       18       18
